## flow/run.sh

```bash
#!/bin/bash
# OpenROAD 26Q1-2900-gdf79404cd8, Yosys 0.63+post, stock flow scripts
make -C /OpenROAD-flow-scripts/flow DESIGN_CONFIG=/design/flow/config.mk WORK_HOME=/design/flow/orfs finish
```

## flow/config.mk

```make
export PLATFORM = sky130hd
export DESIGN_NAME = TPmem_2
export DESIGN_NICKNAME = TPmem_2
export VERILOG_FILES = /design/flow/design.v
export SDC_FILE = /design/flow/constraint.sdc
export NUM_CORES = 4
export LEC_CHECK = 1
export CORE_UTILIZATION = 50
```

## flow/constraint.sdc

```tcl
current_design TPmem_2

set clk_period 10.3
set clk_io_pct 0.2

create_clock -name clk0 -period $clk_period [get_ports {i_clk}]

set non_clock_inputs [all_inputs -no_clocks]
set_input_delay [expr $clk_period * $clk_io_pct] -clock clk0 $non_clock_inputs
set_output_delay [expr $clk_period * $clk_io_pct] -clock clk0 [all_outputs]
```

## flow/design.v

```verilog
module TPmem_2
#( parameter BW = 12 )
(  input [8*BW-1:0]  i_data,
   input	   i_enable,
   input 	   i_clk,
   input	   i_Reset,
   output reg [8*BW-1:0] o_data,
   output reg	   o_en
);
reg [4-1:0]  counter ;
reg [8*BW-1:0] array [6-1:0];  
reg [8*BW-1:0] data_out;
wire [6*BW-1:0] col [7-1:0];   
wire [3-1:0] index = counter[3-1:0] ;
wire [8*BW-1:0] w_data;
wire	      w_en;
always@(posedge i_clk) begin
    if(~i_Reset) begin
    counter <= 4'b0;
    o_data <= {BW{8'b0}};
    o_en <= 1'b0;
    end
    else    begin
	o_data <= w_data ;
	o_en <= w_en ;
        if(i_enable)
        counter <= counter + 4'b1;
        else begin
          if(counter[3]==1'b1)
	          counter <= counter + 4'b1;
    	    else
    	      counter <= counter ;
    	  end
    end
end
always@(posedge i_clk) begin
    if(~i_Reset) begin
	array[5] <= {BW{8'b0}};
	array[4] <= {BW{8'b0}};
	array[3] <= {BW{8'b0}};
	array[2] <= {BW{8'b0}};
	array[1] <= {BW{8'b0}};
	array[0] <= {BW{8'b0}};
    end
    else    begin
	if((i_enable) && (counter<=4'd5)) begin   
	array[index] <= i_data ;
	end
    end
end
assign col[0] = {{array[0][8*BW-1:7*BW]},{array[1][8*BW-1:7*BW]},{array[2][8*BW-1:7*BW]},{array[3][8*BW-1:7*BW]},{array[4][8*BW-1:7*BW]},{array[5][8*BW-1:7*BW]}}; 
assign col[1] = {{array[0][7*BW-1:6*BW]},{array[1][7*BW-1:6*BW]},{array[2][7*BW-1:6*BW]},{array[3][7*BW-1:6*BW]},{array[4][7*BW-1:6*BW]},{array[5][7*BW-1:6*BW]}}; 
assign col[2] = {{array[0][6*BW-1:5*BW]},{array[1][6*BW-1:5*BW]},{array[2][6*BW-1:5*BW]},{array[3][6*BW-1:5*BW]},{array[4][6*BW-1:5*BW]},{array[5][6*BW-1:5*BW]}}; 
assign col[3] = {{array[0][5*BW-1:4*BW]},{array[1][5*BW-1:4*BW]},{array[2][5*BW-1:4*BW]},{array[3][5*BW-1:4*BW]},{array[4][5*BW-1:4*BW]},{array[5][5*BW-1:4*BW]}}; 
assign col[4] = {{array[0][4*BW-1:3*BW]},{array[1][4*BW-1:3*BW]},{array[2][4*BW-1:3*BW]},{array[3][4*BW-1:3*BW]},{array[4][4*BW-1:3*BW]},{array[5][4*BW-1:3*BW]}}; 
assign col[5] = {{array[0][3*BW-1:2*BW]},{array[1][3*BW-1:2*BW]},{array[2][3*BW-1:2*BW]},{array[3][3*BW-1:2*BW]},{array[4][3*BW-1:2*BW]},{array[5][3*BW-1:2*BW]}}; 
wire [2:0] zerotoseven;
assign zerotoseven = counter[2:0];
wire write_signal;
assign write_signal = counter[3];
always@(*) begin
    if((zerotoseven<=4'd5)&&(write_signal==1'b1)) begin    
    data_out = {col[index], 24'b0} ;  
    end
    else    begin
    data_out = 96'b0;  
    end
end
assign w_en = counter[3] ;
assign w_data = data_out ;
endmodule
```

==> out/qor.log <==
[outcome] status finished clean
[final_timing] highest clock rate 0.187 GHz
[die] floorplan row count 75
[cells_and_area] filler cell count in the final layout 3226
[synthesis] number of warnings reported in the yosys synthesis log 73
[die] boundary pin count 196
[grt] global-route track usage on met2 43.0%
[placement] Post-Place Worst Slack 4.33 ns
[setup_path] Max stage delay on crit path 1.01 ns
[cells_and_area] fraction of final layout cells with drive strength greater than 1 11.0%
[placement] post-detail-place hpwl 35.4 mm
[clocking] quantity of gates resized following cts 0
[routing] average wire per standard cell 26.0 µm
[grt] maximum number of pins on one net before global-route repair 74
[pwr] Comb power frac 7.5%
[final_timing] minimum clock period 5.34 ns
[final_timing] number of max-slew violations in the final report 0
[routing] via count normalized by instance count 5.59
[final_timing] worst slew pin tran 0.831 ns
[final_timing] portion of the clock cycle consumed by the worst path in the final layout 51.8%
[setup_path] launch point of the worst reg-to-reg path counter[1]
[grt] met3 Track Usage GR 14.8%
[setup_path] sequence of cells on the critical path clkdlybuf4s50_1 -> nand2_1 -> a211oi_2 -> and3_2 -> buf_4 -> nand2b_4 -> buf_4
[clocking] Clock Tree Root sky130_fd_sc_hd__clkbuf_16
[grt] highest-utilization routing layer at the global route stage met1
[final_timing] Slew headroom 44.4%
[run] max-cap viol count 0
[setup_path] worst-path maximum fanout 73
[final_timing] setup repair after global routing missed its margin false
[setup_path] dominant cell type by count on the critical path sky130_fd_sc_hd__buf_4
[placement] placed cell count 2106
[die] die span in y 208 µm
[routing] final routed wirelength across all metal layers 57.2 mm
[grt] initial antenna violation count 8
[routing] routed vias 12330
[die] core utilization before placement 50.7%
[routing] final antenna-violating net count 0
[grt] global-route wire length before repair 82.3 mm
[placement] routability congestion estimate 0.846
[placement] Port Buffers 147
[clocking] maximum level of the CTS H-tree 2
[setup_path] Worst Setup SP i_Reset
[setup_path] crit path buf inv count 3
[setup_path] dominant delay contributor by cell family on the critical path buffers and inverters
[routing] router iterations before antenna repair 9
[grt] via count of the first global-routing pass 12127
[clocking] CTS tree done
[final_timing] worst-case setup margin in the final layout 4.96 ns
[pwr] power density normalized to cell area 184 nW/µm²
[grt] total routing usage reported by global routing 29.7%
[grt] GRT met1 Usage 43.4%
[pwr] power dissipated by switching net loads 0.00101 W
[synthesis] YS chip area 21200 µm²
[synthesis] ys flops 509
[hold_path] HP Class register to register
[clocking] clock latency on the worst-skew pair 0.59 ns
[final_timing] final worst hold slack 0.548 ns
[synthesis] Synth Cell Area 21200 µm²
[clocking] Post-CTS Hold Fix Bufs 0
[cells_and_area] total area of multi-input combinational cells 5830 µm²
[setup_path] highest-delay cell along the critical path sky130_fd_sc_hd__clkdlybuf4s50_1
[setup_path] endpoint class of the critical path register
[grt] gr ovfl total 0
[pwr] internal power 0.00347 W
[synthesis] post-synthesis sequential area ratio 68.4%
[synthesis] cell count after synthesis 1506
[cells_and_area] synthesis-to-layout area growth 14.9%
[clocking] maximum root-to-sink buffer count 3
[hold_path] launch instance of the worst min-delay path array[4][86]
[final_timing] number of endpoints with negative hold slack in the final report 0
[final_timing] Max Clock Skew 0.00948 ns
[pwr] maximum resistive drop on vdd 0.135 mV
[clocking] clock-pin slew on the worst setup and hold paths 0.06 ns
[cells_and_area] final core occ 58.2%
[routing] DRC viols 0
[pwr] sequential power share 52.6%
[synthesis] synthesized area per cell 14.1 µm²
[clocking] Post-CTS Repair Setup Buffers 0
[clocking] clock sink count 509
[routing] First DRT Iteration DRCs 787
[setup_path] arrival time reported for the critical path endpoint 5.56 ns
[clocking] number of buffers inserted during clock tree synthesis 52
[synthesis] number of unique standard cell types used by synthesis 32
[cells_and_area] sequential cell area 14500 µm²
[final_timing] TNS Setup 0 ns
[synthesis] yosys cell count 1506
[pwr] P_leak 8.78 nW
[setup_path] Worst Path Required 10.52 ns
[setup_path] kind of start point of the critical path primary input
[pwr] switching share of total power 22.5%
[die] area inside the core boundary 41900 µm²
[run] number of logged tool warnings 57
[pwr] part of the power in the clock network 40.0%
[cells_and_area] final instance count without filler cells 2204
[die] DIE AREA 43200 µm²
[setup_path] type of the worst setup path primary input to register
[final_timing] number of failing setup endpoints in the final timing report 0
[die] Die X 208 µm
## cell type report
type / instances / share of cell area (%)
Inverter: 6 / 0.0924
Multi-Input combinational cell: 875 / 23.9
Clock buffer: 87 / 6.50
Antenna cell: 2 / 0.0205
Timing Repair Buffer: 177 / 6.96
Sequential cell: 509 / 59.6
Clock inverter: 9 / 0.185
Tap cell: 539 / 2.77
## Yosys cell counts
master	n	share of area, %
sky130_fd_sc_hd__a221oi_1	14	0.58
sky130_fd_sc_hd__o221a_2	1	0.053
sky130_fd_sc_hd__buf_4	27	0.96
sky130_fd_sc_hd__mux2i_1	1	0.047
sky130_fd_sc_hd__o311a_1	1	0.047
sky130_fd_sc_hd__o221a_1	1	0.053
sky130_fd_sc_hd__a21oi_1	30	0.71
sky130_fd_sc_hd__conb_1	1	0.018
sky130_fd_sc_hd__a211oi_2	1	0.059
sky130_fd_sc_hd__clkbuf_2	3	0.071
sky130_fd_sc_hd__buf_2	21	0.50
sky130_fd_sc_hd__nor2b_1	3	0.089
sky130_fd_sc_hd__and2_1	436	13
sky130_fd_sc_hd__a222oi_1	58	2.7
sky130_fd_sc_hd__nand2b_1	8	0.24
sky130_fd_sc_hd__o21ai_1	9	0.21
sky130_fd_sc_hd__buf_1	3	0.053
sky130_fd_sc_hd__clkbuf_1	37	0.65
sky130_fd_sc_hd__o21ai_0	65	1.5
sky130_fd_sc_hd__dfxtp_1	77	7.3
sky130_fd_sc_hd__and3_1	6	0.18
sky130_fd_sc_hd__edfxtp_1	432	61
sky130_fd_sc_hd__a21boi_0	1	0.035
sky130_fd_sc_hd__nand2_1	73	1.3
sky130_fd_sc_hd__xnor2_1	1	0.041
sky130_fd_sc_hd__a31oi_1	56	1.7
sky130_fd_sc_hd__ha_1	12	0.71
sky130_fd_sc_hd__mux2_2	56	3.0
sky130_fd_sc_hd__nor2_1	4	0.071
sky130_fd_sc_hd__buf_6	48	2.5
sky130_fd_sc_hd__a22oi_1	14	0.50
sky130_fd_sc_hd__inv_1	6	0.11
## state kept, by name, indices dropped and copies added (netlist names)
name / count
array: 432
counter: 4
o_data: 72
o_en: 1
## worst paths after layout
| check | to | slack (ns) | cells past startpoint |
|---|---|---|---|
| max | array[5][58] | 4.96 | 7 |
| min | o_data[38] | 0.55 | 1 |
| max reg2reg | array[5][58] | 5.50 | 9 |
| min reg2reg | o_data[38] | 0.55 | 1 |
## routing by layer
layer  up-vias  share of wire (%)
met5         -               0.18
met4         8                3.5
met3        92                 13
met2       549                 46
met1      5987                 37
li1       5694                  -
## kinds of logic after synthesis
kind of cell | after synthesis | share of synthesized area [%]
and+or+nand+nor | 530 | 14.7
DFF | 509 | 68.4
AOI/OAI and AO/OA | 251 | 8.17
buffers and inverters | 145 | 4.88
muxes | 57 | 3.02
adders and majority gates | 12 | 0.708
other | 1 | 0.0177
xor gates and xnor gates | 1 | 0.0413
## placed cells by master (no fill, tap or decap), types with 53 or more instances in the layout
| cell | synthesis | layout |
|---|---|---|
| sky130_fd_sc_hd__clkbuf_16 | 0 | 53 |
| sky130_fd_sc_hd__a222oi_1 | 58 | 58 |
| sky130_fd_sc_hd__dfxtp_1 | 77 | 76 |
| sky130_fd_sc_hd__edfxtp_1 | 432 | 432 |
| sky130_fd_sc_hd__and2_1 | 436 | 435 |
| sky130_fd_sc_hd__mux2_2 | 56 | 56 |
| sky130_fd_sc_hd__clkdlybuf4s50_1 | 0 | 147 |
| sky130_fd_sc_hd__a31oi_1 | 56 | 56 |
| sky130_fd_sc_hd__o21ai_0 | 65 | 65 |
| sky130_fd_sc_hd__nand2_1 | 73 | 73 |
## stage by stage
stage	instance area, µm²	total power, W
after global routing	24400	0.00463
final	24400	0.00448
after CTS	24400	0.00452
after global placement	22700	0.00274
after detailed placement	22700	0.00274
after floorplan	21300	0.00260
## worst register-to-register path, stage by stage, from the launching register on
cell	delay, ns
sky130_fd_sc_hd__dfxtp_1	0.38
sky130_fd_sc_hd__inv_1	0.19
sky130_fd_sc_hd__ha_2	0.69
sky130_fd_sc_hd__buf_4	0.66
sky130_fd_sc_hd__nor2_1	0.16
sky130_fd_sc_hd__a211oi_2	0.37
sky130_fd_sc_hd__and3_2	0.22
sky130_fd_sc_hd__buf_4	0.53
sky130_fd_sc_hd__nand2b_4	0.65
sky130_fd_sc_hd__buf_4	0.56
## power groups by stage
stage / registers [W] / clock network, W / logic, W
final: 0.00236 / 0.00179 / 0.000335
after global routing: 0.00237 / 0.00190 / 0.000362
after CTS: 0.00236 / 0.00182 / 0.000341
No activity file was given, so power comes from the tool's default toggle rates.
