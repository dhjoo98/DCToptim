<file path="./design.v">
module DCT_2D(in,out, count1);
  input [63:0] in;
  input [2:0] count1;
  output reg [95:0] out;
  wire signed [7:0] pixel [7:0];  
  wire signed [10:0] x07, x16, x25, x34, x0_7, x1_6, x2_5, x3_4;  
  assign pixel[7] = in[7:0];
  assign pixel[6] = in[15:8];
  assign pixel[5] = in[23:16];
  assign pixel[4] = in[31:24];
  assign pixel[3] = in[39:32];
  assign pixel[2] = in[47:40];
  assign pixel[1] = in[55:48];
  assign pixel[0] = in[63:56];
  assign x07 =  pixel[0] + pixel[7];
  assign x16 =  pixel[1] +  pixel[6];
  assign x25 =  pixel[2]  +  pixel[5];
  assign x34 =  pixel[3]  +  pixel[4];
  assign x0_7 =  pixel[0]  -  pixel[7];
  assign x1_6 =  pixel[1]  -  pixel[6];
  assign x2_5 =  pixel[2]  -  pixel[5];
  assign x3_4 =  pixel[3]  -  pixel[4];
    wire signed [11:0] b1, b2, b3, b4;
    assign b1 = x07 + x34;
    assign b2 = x16 + x25;
    assign b3 = x07 - x34;
    assign b4 = x16 - x25;
    wire signed [12:0] c1, c2;
    assign c1 = b1 + b2;
    assign c2 = b1 - b2;
    wire signed [18:0] shift6_c1, shift6_c2;
    wire signed [17:0] shift5_c1, shift5_c2;
    wire signed [14:0] shift2_c1, shift2_c2;
      assign shift6_c1 = {c1, 6'b0};
      assign shift5_c1 = {c1, 5'b0};
      assign shift2_c1 = {c1, 2'b0};
      assign shift6_c2 = {c2, 6'b0};
      assign shift5_c2 = {c2, 5'b0};
      assign shift2_c2 = {c2, 2'b0};
    wire signed [19:0] z0, z4;
      assign z0 = shift6_c1 + shift5_c1 - shift2_c1 - c1;
      assign z4 = shift6_c2 + shift5_c2 - shift2_c2 - c2;
    wire signed [18:0] shift7_b3;
    wire signed [16:0] shift5_b3, shift5_b4;
    wire signed [15:0] shift4_b3, shift4_b4;
    wire signed [14:0] shift3_b3;
    wire signed [12:0] shift1_b3;
      assign shift7_b3 = {b3, 7'b0};
      assign shift5_b3 = {b3, 5'b0};
      assign shift4_b3 = {b3, 4'b0};
      assign shift3_b3 = {b3, 3'b0};
      assign shift1_b3 = {b3, 1'b0};
      assign shift5_b4 = {b4, 5'b0};
      assign shift4_b4 = {b4, 4'b0};
    wire signed [19:0] z2;
      assign z2 = shift7_b3 - shift4_b3 - shift1_b3  + shift5_b4 + shift4_b4 + b4;
    wire signed [17:0] shift7_x0_7, shift7_x1_6, shift7_x2_5;
      assign shift7_x0_7 = {x0_7, 7'b0};
      assign shift7_x1_6 = {x1_6, 7'b0};
      assign shift7_x2_5 = {x2_5, 7'b0};
    wire signed [16:0] shift6_x0_7, shift6_x1_6, shift6_x2_5, shift6_x3_4;
      assign shift6_x0_7 = {x0_7, 6'b0};
      assign shift6_x1_6 = {x1_6, 6'b0};
      assign shift6_x2_5 = {x2_5, 6'b0};
      assign shift6_x3_4 = {x3_4, 6'b0};
    wire signed [15:0] shift5_x0_7, shift5_x1_6, shift5_x3_4;
      assign shift5_x0_7 = {x0_7, 5'b0};
      assign shift5_x1_6 = {x1_6, 5'b0};
      assign shift5_x3_4 = {x3_4, 5'b0};
    wire signed [14:0] shift4_x1_6, shift4_x2_5, shift4_x3_4;
      assign shift4_x1_6 = {x1_6, 4'b0};
      assign shift4_x2_5 = {x2_5, 4'b0};
      assign shift4_x3_4 = {x3_4, 4'b0};
    wire signed [13:0] shift3_x0_7, shift3_x1_6, shift3_x2_5, shift3_x3_4;
      assign shift3_x0_7 = {x0_7, 3'b0};
      assign shift3_x1_6 = {x1_6, 3'b0};
      assign shift3_x2_5 = {x2_5, 3'b0};
      assign shift3_x3_4 = {x3_4, 3'b0};
    wire signed [11:0] shift1_x0_7, shift1_x1_6, shift1_x2_5, shift1_x3_4;
      assign shift1_x0_7 = {x0_7, 1'b0};
      assign shift1_x1_6 = {x1_6, 1'b0};
      assign shift1_x2_5 = {x2_5, 1'b0};
      assign shift1_x3_4 = {x3_4, 1'b0};
      wire signed [19:0] sharing1, sharing2;
        assign sharing1 = shift6_x0_7 + shift3_x0_7;
        assign sharing2 = shift6_x3_4 + shift3_x3_4;
      wire signed [19:0] c1x0_7, c1x1_6, c1x2_5;
        assign c1x0_7 = shift7_x0_7 - shift1_x0_7 ;
        assign c1x1_6 = shift7_x1_6 - shift1_x1_6 ;
        assign c1x2_5 = shift7_x2_5 - shift1_x2_5 ;
      wire signed [19:0] c3x0_7, c3x1_6, c3x3_4;
         assign c3x0_7 = sharing1 + shift5_x0_7 + shift1_x0_7;
         assign c3x1_6 = shift6_x1_6 + shift5_x1_6 + shift3_x1_6 + shift1_x1_6;
         assign c3x3_4 = sharing2 + shift5_x3_4; 
      wire signed [19:0] c5x0_7, c5x2_5, c5x3_4;
         assign c5x0_7 = sharing1;
         assign c5x2_5 = shift6_x2_5 + shift3_x2_5 - x2_5;
         assign c5x3_4 = sharing2 - x3_4;
      wire signed [19:0] c7x1_6, c7x2_5, c7x3_4;
         assign c7x1_6 = shift4_x1_6 + shift3_x1_6 + x1_6;
         assign c7x2_5 = shift4_x2_5 + shift3_x2_5;
         assign c7x3_4 = shift4_x3_4 + shift3_x3_4 + x3_4;
      wire signed [19:0] z1, z3, z5;
        assign z1 = c1x0_7 + c3x1_6 + c5x2_5 + c7x3_4;
        assign z3 = c3x0_7 - c7x1_6 - c1x2_5 - c5x3_4;
        assign z5 = c5x0_7 - c1x1_6 + c7x2_5 + c3x3_4;  
       always @ (*) begin
         case (count1)
          3'b011: begin  
                      if (z1[15] != z1[14])
                        out = z1[15]?
                                    {z0[16:5],12'b1000_0000_0000,z2[14:3],z3[14:3],z4[14:3],z5[14:3],24'b0} :
                                     {z0[16:5],12'b0111_1111_1111,z2[14:3],z3[14:3],z4[14:3],z5[14:3],24'b0} ;
                      else
                        out = {z0[16:5],z1[14:3],z2[14:3],z3[14:3],z4[14:3],z5[14:3],24'b0};
                  end
          3'b100: begin  
                      if (z0[15] != z0[14])
                        out =z0[15]?
                        {12'b1000_0000_0000,z1[14:3],z2[14:3],z3[14:3],z4[14:3],z5[14:3],24'b0} :
                        {12'b0111_1111_1111,z1[14:3],z2[14:3],z3[14:3],z4[14:3],z5[14:3],24'b0};
                      else
                        out = {z0[14:3],z1[14:3],z2[14:3],z3[14:3],z4[14:3],z5[14:3],24'b0};
                  end
          default: out = {z0[14:3],z1[14:3],z2[14:3],z3[14:3],z4[14:3],z5[14:3],24'b0};
          endcase
       end
endmodule
</file>
<file path="./constraint.sdc">
current_design DCT_2D

set clk_period 21.6
set clk_io_pct 0.2

create_clock -name clk0 -period $clk_period

set non_clock_inputs [all_inputs -no_clocks]
set_input_delay [expr $clk_period * $clk_io_pct] -clock clk0 $non_clock_inputs
set_output_delay [expr $clk_period * $clk_io_pct] -clock clk0 [all_outputs]
</file>
<file path="./run.sh">
#!/bin/bash
# OpenROAD 26Q1-2900-gdf79404cd8, Yosys 0.63+post, stock flow scripts
make -C /OpenROAD-flow-scripts/flow DESIGN_CONFIG=/design/flow/config.mk WORK_HOME=/design/flow/orfs finish
</file>
<file path="./config.mk">
export PLATFORM = sky130hd
export DESIGN_NAME = DCT_2D
export DESIGN_NICKNAME = DCT_2D
export VERILOG_FILES = /design/flow/design.v
export SDC_FILE = /design/flow/constraint.sdc
export NUM_CORES = 4
export LEC_CHECK = 1
export CORE_UTILIZATION = 50
</file>
==> notes.md <==
Results of the run.

The flow ran to the end, and the final reports show no timing, DRC or antenna violations. The setup TNS after final layout is 0 ns. The floorplan has 65 rows.

The worst setup path is of the in -> out kind. According to the timing report, the arrival time at the worst endpoint equals 12.96 ns. The tool warning count is 99. Per the OpenROAD floorplan log, the height of the die is 182 um.

Sorting the Yosys area breakdown by cell type puts at the top sky130_fd_sc_hd__fa_1. The count of endpoints failing hold in the final timing report is 0.

The combined area of all synthesized cells is 16200 um2. After technology mapping, the gate count stands at 1818. The number of search-and-repair iterations in the first detailed-routing pass is 4. Each instance of the synthesized netlist takes up on average 8.93 um2. The synthesis report lists the Yosys warning total as 1.

Of the post-synthesis cell area, the dominant cell type holds 0.356. Per the layout area report, the register area comes to 0 um2. Max fanout on the critical path was recorded as 12.

The start point of the critical path is in[16]. Across every metal layer, demand over resource in global routing totals 0.274. Setup repair after global routing left no endpoint under its margin. The final count of pins violating max slew is 0.

Buffers added to address setup during post-CTS repair amount to 0. The count of clock-net buffers in the final layout is 0. The count of maximum capacitance violations is 0. In this run, the number of DRC markers left after iteration 0 of detailed routing was 434.

Counting the fill cells in the layout gives 2893. The first global-routing pass estimated 65900 um of wire. Per the slew report, the remaining headroom to the max-slew limit stands at 0.388. The number of distinct library cells after synthesis is 68. The routed layout reports a DRC error count of 0.

The most instantiated logic cell after routing is sky130_fd_sc_hd__inv_1. Per the detail_route report, the via count comes to 12100. The number of antenna-violating nets in the routed design is 0.

In this run, post-CTS hold repair placed 0 buffers. The die covers 33200 um2. The post-CTS resize count is 0. Relative to the synthesized area, the layout overhead comes to 11.5%. The number of antenna violations at the first check in global routing was 2. For this design the top-level I/O count stands at 163.

The share of the Yosys chip area taken by registers is 0. The post-detailed-route wirelength per cell is 17.1 um. The path class of the tightest hold or removal check is in -> out. The required arrival time at the worst endpoint is 17.28 ns. Summing all placed instances gives a cell area of 18100 um2.

For this run the aggregate overflow at the end of global routing stands at 0. The kind of start point of the critical path is an input port. The number of port buffers is 139.

The final setup violation count is 0. In the synthesis report, Yosys lists the chip area as 16200 um2. Per the final layout report, the fraction of cells sized above drive strength 1 comes to 0.0205. In the layout the commonest cells are sky130_fd_sc_hd__inv_1 (442), sky130_fd_sc_hd__fa_1 (289), sky130_fd_sc_hd__ha_1 (274).

The weighted congestion reported at the end of routability-driven placement is 0.949. The hold path startpoint is count1[2]. Summed over all layers, the routed wires come to 40200 um. The via count of the first global-routing pass is 12700.

The category of the worst setup path capture point is an output port. The final instance area is 18100 um2. The number of vias per cell after detailed routing is 5.12. The share of the clock period used by the worst path is 0.800. Entering global routing, the biggest net connects 19 pins.

The multi-input combinational cell area is 14400 um2. For the finished layout, the period the worst path requires is 17.28 ns. In this run the standard cell core region covers 31700 um2. On the final layout, the worst hold slack is 9.82 ns. The count of sequential standard cells is 0.

The horizontal die dimension is 182 um. For this run the detailed placement stage logged an HPWL of 37100 um.

The floorplan step records an initial core utilization of 0.512. Looking at the max-slew report, the worst-margin pin has a slew of 0.918 ns. The post-synthesis cell count from yosys is 1818. The timing-limited maximum frequency is 57.9 MHz. The synthesis report lists the most area-consuming cells as sky130_fd_sc_hd__fa_1 (36%), sky130_fd_sc_hd__ha_1 (21%), sky130_fd_sc_hd__inv_1 (10%).
==> logic make-up (layout without fill, tap and decap cells) <==
logic type | count (synthesis) | in the layout | synth area share
fa+ha+maj | 564 | 564 | 0.568
mux | 6 | 6 | 0.00370
simple gates | 229 | 229 | 0.0664
compound gates | 342 | 342 | 0.138
xor+xnor | 192 | 192 | 0.106
other cells | 1 | 26 | 0.000231
buf+inv | 484 | 598 | 0.117
==> final timing paths <==
path,end,slack (ns),cells past startpoint
setup / recovery,out[73],4.32,26
hold / removal,out[95],9.82,4
==> cells in the mapped netlist, types with 6 or more instances <==
cell	instances
sky130_fd_sc_hd__nor3_1	24
sky130_fd_sc_hd__o21a_1	18
sky130_fd_sc_hd__xor2_1	38
sky130_fd_sc_hd__inv_1	442
sky130_fd_sc_hd__buf_4	24
sky130_fd_sc_hd__clkbuf_1	16
sky130_fd_sc_hd__o21ai_0	37
sky130_fd_sc_hd__nand3_1	12
sky130_fd_sc_hd__o21bai_1	55
sky130_fd_sc_hd__nor2b_1	14
sky130_fd_sc_hd__nand2_1	38
sky130_fd_sc_hd__nor2_1	102
sky130_fd_sc_hd__a22oi_1	6
sky130_fd_sc_hd__mux2i_1	6
sky130_fd_sc_hd__xnor2_1	151
sky130_fd_sc_hd__fa_1	289
sky130_fd_sc_hd__a31oi_1	8
sky130_fd_sc_hd__a21oi_1	115
sky130_fd_sc_hd__or2_2	8
sky130_fd_sc_hd__ha_1	274
sky130_fd_sc_hd__a21o_1	46
==> through the flow <==
stage	cells	worst slack (ns)	util
finish	2359	4.32	0.571
global route	2359	3.65	0.571
global placement	2357	4.35	0.571
CTS	2357	4.28	0.571
detailed placement	2357	4.29	0.571
floorplan	1841	6.08	-
==> worst max-delay path, stage by stage <==
cell and delay, ns:
sky130_fd_sc_hd__clkdlybuf4s50_1 0.50, sky130_fd_sc_hd__ha_1 0.20, sky130_fd_sc_hd__inv_1 0.08, sky130_fd_sc_hd__fa_1 0.40, sky130_fd_sc_hd__a21o_1 0.19, sky130_fd_sc_hd__a211o_1 0.29, sky130_fd_sc_hd__a21oi_1 0.22, sky130_fd_sc_hd__xnor2_1 0.42
sky130_fd_sc_hd__inv_1 0.38, sky130_fd_sc_hd__fa_1 0.57, sky130_fd_sc_hd__fa_1 0.46, sky130_fd_sc_hd__fa_1 0.52, sky130_fd_sc_hd__fa_1 0.52, sky130_fd_sc_hd__fa_1 0.49, sky130_fd_sc_hd__ha_1 0.34, sky130_fd_sc_hd__nor2b_1 0.14
sky130_fd_sc_hd__o21ai_0 0.19, sky130_fd_sc_hd__a21boi_0 0.20, sky130_fd_sc_hd__o41ai_1 0.48, sky130_fd_sc_hd__a21oi_1 0.16, sky130_fd_sc_hd__xnor3_2 0.47, sky130_fd_sc_hd__ha_1 0.31, sky130_fd_sc_hd__nand2_1 0.26, sky130_fd_sc_hd__nor2_4 0.29
sky130_fd_sc_hd__a21o_1 0.11, sky130_fd_sc_hd__clkdlybuf4s50_1 0.45
==> per-layer routing <==
| metal | track usage | vias to the layer above | part of all wire | routed length (um) |
|---|---|---|---|---|
| met3 | 0.0484 | 59 | 0.048 | 1920 |
| met1 | 0.364 | 5786 | 0.40 | 16100 |
| met4 | 0.0709 | 0 | 0.030 | 1230 |
| li1 | - | 5983 | - | - |
| met5 | 0 | - | 0 | 0 |
| met2 | 0.477 | 251 | 0.52 | 20900 |
==> area by class of cell <==
class,count,share of cell area
diodes,2,0.000276
inverters,442,0.0916
multi-input cells,1357,0.796
well taps,402,0.0278
repair buffers,156,0.0839
