### flow/config.mk
export PLATFORM = sky130hd
export DESIGN_NAME = TPmem_1
export DESIGN_NICKNAME = TPmem_1
export VERILOG_FILES = /design/flow/design.v
export SDC_FILE = /design/flow/constraint.sdc
export NUM_CORES = 4
export LEC_CHECK = 1
export CORE_UTILIZATION = 50
### flow/constraint.sdc
current_design TPmem_1

set clk_period 14.0
set clk_io_pct 0.2

create_clock -name clk0 -period $clk_period [get_ports {i_clk}]

set non_clock_inputs [all_inputs -no_clocks]
set_input_delay [expr $clk_period * $clk_io_pct] -clock clk0 $non_clock_inputs
set_output_delay [expr $clk_period * $clk_io_pct] -clock clk0 [all_outputs]
### flow/design.v
module TPmem_1
#( parameter BW = 8 )  
(  input [8*BW-1:0]  i_data,
   input	   i_enable,
   input 	   i_clk,
   input	   i_Reset,
   output reg [8*BW-1:0] o_data,
   output reg	   o_en
);
reg [4-1:0]  counter ;
reg [6*BW-1:0] array [8-1:0];  
reg [8*BW-1:0] data_out;
wire [8*BW-1:0] col [6-1:0];  
wire [3-1:0] index = counter[3-1:0];
wire [8*BW-1:0] w_data;
wire	      w_en;
always@(posedge i_clk) begin
    if(~i_Reset) begin
    counter <= 4'b0;
    o_data <= {BW{8'b0}};
    o_en <= 1'b0;
    end
    else    begin
	o_data <= w_data ;
	o_en <= w_en ;
        if(i_enable)
        counter <= counter + 4'b1;
        else begin
            if(counter[3]==1'b1)
	    counter <= counter + 4'b1;
    	    else
    	    counter <= counter ;
    	    end
    end
end
always@(posedge i_clk) begin
    if(~i_Reset) begin
	array[7] <= {BW{6'b0}};
	array[6] <= {BW{6'b0}};
	array[5] <= {BW{6'b0}};
	array[4] <= {BW{6'b0}};
	array[3] <= {BW{6'b0}};
	array[2] <= {BW{6'b0}};
	array[1] <= {BW{6'b0}};
	array[0] <= {BW{6'b0}};
    end
    else    begin
	if(i_enable) begin
	array[index] <= i_data[8*BW-1:2*BW] ;
	end
    end
end
assign col[0] = {{array[0][6*BW-1:5*BW]},{array[1][6*BW-1:5*BW]},{array[2][6*BW-1:5*BW]},{array[3][6*BW-1:5*BW]},{array[4][6*BW-1:5*BW]},{array[5][6*BW-1:5*BW]},{array[6][6*BW-1:5*BW]},{array[7][6*BW-1:5*BW]}} ;
assign col[1] = {{array[0][5*BW-1:4*BW]},{array[1][5*BW-1:4*BW]},{array[2][5*BW-1:4*BW]},{array[3][5*BW-1:4*BW]},{array[4][5*BW-1:4*BW]},{array[5][5*BW-1:4*BW]},{array[6][5*BW-1:4*BW]},{array[7][5*BW-1:4*BW]}} ;
assign col[2] = {{array[0][4*BW-1:3*BW]},{array[1][4*BW-1:3*BW]},{array[2][4*BW-1:3*BW]},{array[3][4*BW-1:3*BW]},{array[4][4*BW-1:3*BW]},{array[5][4*BW-1:3*BW]},{array[6][4*BW-1:3*BW]},{array[7][4*BW-1:3*BW]}} ;
assign col[3] = {{array[0][3*BW-1:2*BW]},{array[1][3*BW-1:2*BW]},{array[2][3*BW-1:2*BW]},{array[3][3*BW-1:2*BW]},{array[4][3*BW-1:2*BW]},{array[5][3*BW-1:2*BW]},{array[6][3*BW-1:2*BW]},{array[7][3*BW-1:2*BW]}} ;
assign col[4] = {{array[0][2*BW-1:1*BW]},{array[1][2*BW-1:1*BW]},{array[2][2*BW-1:1*BW]},{array[3][2*BW-1:1*BW]},{array[4][2*BW-1:1*BW]},{array[5][2*BW-1:1*BW]},{array[6][2*BW-1:1*BW]},{array[7][2*BW-1:1*BW]}} ;
assign col[5] = {{array[0][1*BW-1:0*BW]},{array[1][1*BW-1:0*BW]},{array[2][1*BW-1:0*BW]},{array[3][1*BW-1:0*BW]},{array[4][1*BW-1:0*BW]},{array[5][1*BW-1:0*BW]},{array[6][1*BW-1:0*BW]},{array[7][1*BW-1:0*BW]}} ;
wire [2:0] zerotoseven;
assign zerotoseven = counter[2:0];
wire write_signal;
assign write_signal = counter[3];
always@(*) begin
    if((zerotoseven<=4'd5)&&(write_signal==1'b1)) begin    
    data_out = col[index];  
    end
    else    begin
    data_out = 63'b0;  
    end
end
assign w_en = counter[3] ;
assign w_data = data_out ;
endmodule
### flow/run.sh
#!/bin/bash
# OpenROAD 26Q1-2900-gdf79404cd8, Yosys 0.63+post, stock flow scripts
make -C /OpenROAD-flow-scripts/flow DESIGN_CONFIG=/design/flow/config.mk WORK_HOME=/design/flow/orfs finish
==> flow_summary.ini <==
; flow metrics
[power_and_ir_drop]
power_leakage_nw = 9.000
clock_power_share = 0.388
ir_drop_mv = 0.09892
seqPwrFrac = 0.505
p_per_area_mw_per_mm2 = 137.6
p_sw_w = 0.0007523
p_int_w = 0.002287
combPwrFrac = 0.106
switching_share = 0.2475

[floorplanning]
rows = 71
io_pins = 132
die-area_mm2 = 0.03979
initial_core_util = 0.5128
die_x_um = 199.5
dieHeight_um = 199.5
core_area_mm2 = 0.03802

[layout]
stdcell_count = 2027
final_area_mm2 = 0.02209
drive_above_1_share = 0.09993
nFillCells = 3027
area_delta_synth_final_pct = 13.29

[setup_path]
crit_top_cell = buf_4
crit_slowest_cell = buf_4
slowest_delay_ns = 0.65
path_cells = clkdlybuf4s50_1, buf_4, and3_4, buf_4, nand2_1, nand2_2, buf_4
end_kind = register
crit_fanout = 72
critPathRequiredTime_ns = 14.21
critical_path_class = in2reg
startpoint_type = input pin
cp.arrival_ns = 5.85

[global_route]
grt_pass1_vias = 12380
grt_util_all_layers = 0.3288
grt_max_degree = 99
globalRouteOverflowTotal = 0
antenna_found_initial = 9
grt_pass1_wl_um = 83790

[final_timing]
worstMarginPinSlew_ns = 0.8442
slew_violations = 0
setup_viol = 0
slew_headroom = 0.4355
max_freq_ghz = 0.1773
rsz0062_at_grt = no
finalClockPeriodUsage = 0.4028
hold_viol_final = 0
tns_ns = 0
skew_ns = 0.01184
post-route-min-period_ns = 5.639

[drt]
post_drt_wl_per_cell_um = 28.48
vias = 12720
drt-total-wl_um = 57730
vias_per_cell = 6.276
drt-initial-drc-count = 872
ant_nets = 0
drc = 0
firstDrtPassIters = 5

[job]
cap_violations = 0
tool_warnings = 48

[synth]
synth_cells = 1432
ys_seq_frac = 0.6623
ff_type = edfxtp_1
ys_cells = 1432
avgSynthCellArea_um2 = 13.61
syn-cell-area_mm2 = 0.01950
ys_warn_count = 1
ys_async_sr_fraction = 0
netlist-cell-type-count = 37
synth_flop_count = 453
edf_count = 384
ys_chip_area_mm2 = 0.01950

[placement]
dp_hpwl_um = 31620
portBuffers = 115
dp.cells = 1935
place.gp.congestion = 0.8772
place_area_mm2 = 0.02063

[cts]
cts.htree.levels = 2
clock_latency_ns = 0.57
cts_tree = done
cts.reportedPaths.clkPinSlew_ns = 0.06
clock-sinks = 453
postCtsSetupRepairBufs = 0
cts_root_buffer = clkbuf_16
cts_buffer_depth = 3
postCtsHoldBufs = 0
post_cts_resized = 0
cts_buffers = 47

[status]
status = complete, no violations

[min_path]
hp-class = reg2reg
## sequential cells by signal (all words and copies together) (netlist names)
register	cells
array	384
counter	4
o_data	64
o_en	1
## logic make-up after synthesis
| logic type | after synthesis | synth area share |
|---|---|---|
| and+or+nand+nor | 532 | 0.1597 |
| xor gates and xnor gates | 1 | 0.0004493 |
| muxes | 1 | 0.0005134 |
| AOI/OAI and AO/OA | 266 | 0.1167 |
| DFF | 453 | 0.6623 |
| adders and majority gates | 11 | 0.007059 |
| buffers and inverters | 168 | 0.05320 |
## Yosys cell counts, types with 2 or more instances
master	instances	share of area
and3_1	388	0.12
edfxtp_1	384	0.59
dfxtp_1	69	0.071
clkbuf_1	64	0.012
nor3_1	61	0.016
nand2_1	59	0.011
o21ai_1	53	0.014
a221o_1	46	0.024
a22o_1	46	0.021
buf_2	40	0.010
buf_6	37	0.021
a311oi_1	36	0.016
a311oi_2	25	0.019
buf_4	21	0.0081
and2_1	18	0.0058
a22oi_1	17	0.0065
a32oi_1	17	0.0076
o21ai_0	12	0.0031
ha_1	11	0.0071
a21bo_2	4	0.0021
a21oi_1	3	0.00077
inv_2	3	0.00058
a221oi_1	2	0.00090
inv_1	2	0.00039
o221a_2	2	0.0012
## layout make-up
type / count / area [um2] / area share
inverter: 5 / 18.77 / 0.0008497
multi-input combinational: 811 / 5612 / 0.2541
timing repair buffer: 155 / 1451 / 0.06571
antenna: 5 / 12.51 / 0.0005665
tap: 511 / 639.4 / 0.02895
clock buffer: 73 / 1356 / 0.06141
clock inverter: 14 / 83.83 / 0.003795
sequential: 453 / 12910 / 0.5847
## critical path: cells and delay by family
| family | cells | cell delay, ns |
|---|---|---|
| AND/OR/NAND/NOR | 3 | 1.16 |
| buffers and inverters | 4 | 1.81 |
## power groups by stage
stage,Sequential [W],Clock [W],Combinational (W)
5_1_grt,0.00154,0.00125,0.000346
4_1_cts,0.00154,0.00120,0.000322
6_report,0.00154,0.00118,0.000323
## through the flow
step	hold slack [ns]	total power (W)	utilization	worst slack (ns)
2_1_floorplan	0.4904	0.001768	-	9.272
3_3_place_gp	0.5454	0.001880	0.5427	7.850
3_5_place_dp	0.5490	0.001885	0.5427	7.818
4_1_cts	0.5625	0.003054	0.5806	8.398
5_1_grt	0.5844	0.003139	0.5806	8.173
6_report	0.5607	0.003039	0.5809	8.361
## cells in the final DEF, fill, tap and decap left out, types with 2 or more instances in the layout
| master | count |
|---|---|
| and3_1 | 386 |
| o21ai_0 | 12 |
| a22oi_1 | 17 |
| a21oi_1 | 3 |
| ha_2 | 7 |
| a221o_1 | 46 |
| inv_1 | 2 |
| clkinv_1 | 9 |
| dfxtp_1 | 68 |
| clkbuf_1 | 20 |
| o221a_2 | 2 |
| clkdlybuf4s50_1 | 115 |
| a21bo_2 | 4 |
| a311oi_1 | 36 |
| nand2_2 | 5 |
| inv_2 | 3 |
| buf_4 | 40 |
| o21ai_1 | 53 |
| clkbuf_8 | 4 |
| and2_1 | 18 |
| ha_1 | 3 |
| nand2_1 | 54 |
| a311oi_2 | 25 |
| clkinv_2 | 4 |
| a22o_1 | 46 |
| diode_2 | 5 |
| nand2b_4 | 2 |
| edfxtp_1 | 384 |
| a221oi_1 | 2 |
| nor3_1 | 61 |
| a32oi_1 | 17 |
| and3_4 | 2 |
| clkbuf_16 | 49 |
## layer usage
metal / part of all wire / vias to the layer above / track usage / wire length, um
met5: 0.0011 / - / 0.006386 / 66
met4: 0.031 / 10 / 0.08284 / 1775
met3: 0.13 / 96 / 0.1789 / 7591
met2: 0.46 / 604 / 0.4659 / 26280
met1: 0.38 / 6299 / 0.4814 / 22010
li1: - / 5713 / - / -
## worst paths after layout
path	start	end	slack, ns	cells after the start
max	i_Reset	array[1][9]	8.36	7
min	array[0][23]	o_data[63]	0.56	2
max reg2reg	counter[2]	o_data[13]	9.58	7
min reg2reg	array[0][23]	o_data[63]	0.56	2
No activity file was given, so power comes from the tool's default toggle rates.
